File: constraint.sdc
current_design cic_filter

set clk_period 99.4
set clk_io_pct 0.2

create_clock -name clk0 -period $clk_period [get_ports {clk}]

set non_clock_inputs [all_inputs -no_clocks]
set_input_delay [expr $clk_period * $clk_io_pct] -clock clk0 $non_clock_inputs
set_output_delay [expr $clk_period * $clk_io_pct] -clock clk0 [all_outputs]
File: run.sh
#!/bin/bash
# OpenROAD 26Q1-2900-gdf79404cd8, Yosys 0.63+post, stock flow scripts
make -C /OpenROAD-flow-scripts/flow DESIGN_CONFIG=/design/flow/config.mk WORK_HOME=/design/flow/orfs finish
File: design.v
module cic_filter #(
    parameter INPUT_WIDTH  = 5,            
    parameter R            = 16,            
    parameter N            = 15,           
    parameter M            = 1,            
    parameter INTERNAL_WIDTH = INPUT_WIDTH + N * $clog2(R*M) 
)(
    input  wire                          clk,
    input  wire                          rst_n,
    input  wire                          in_valid,
    input  wire signed [INPUT_WIDTH-1:0] in_data,
    output reg                           out_valid,
    output reg  signed [INTERNAL_WIDTH-1:0] out_data
);
    reg signed [INTERNAL_WIDTH-1:0] integrator [0:N-1];
    reg signed [INTERNAL_WIDTH-1:0] comb [0:N-1];
    reg signed [INTERNAL_WIDTH-1:0] comb_delay [0:N-1];
    reg [$clog2(R)-1:0] decim_counter;
    reg signed [INTERNAL_WIDTH-1:0] decimated_sample;
    reg decimated_valid;
    wire signed [INTERNAL_WIDTH-1:0] in_data_ext;
    assign in_data_ext = {{(INTERNAL_WIDTH-INPUT_WIDTH){in_data[INPUT_WIDTH-1]}}, in_data};
    integer i;
    always @(posedge clk or negedge rst_n) begin
        if (!rst_n) begin
            for (i = 0; i < N; i = i + 1) begin
                integrator[i] <= 0;
            end
            decim_counter <= 0;
            decimated_sample <= 0;
            decimated_valid <= 0;
        end else if (in_valid) begin
            integrator[0] <= integrator[0] + in_data_ext;
            for (i = 1; i < N; i = i + 1) begin
                integrator[i] <= integrator[i] + integrator[i-1];
            end
            if (decim_counter == R - 1) begin
                decim_counter <= 0;
                decimated_sample <= integrator[N-1];
                decimated_valid <= 1;
            end else begin
                decim_counter <= decim_counter + 1;
                decimated_valid <= 0;
            end
        end else begin
            decimated_valid <= 0;
        end
    end
    always @(posedge clk or negedge rst_n) begin
        if (!rst_n) begin
            for (i = 0; i < N; i = i + 1) begin
                comb[i] <= 0;
                comb_delay[i] <= 0;
            end
            out_valid <= 0;
            out_data <= 0;
        end else if (decimated_valid) begin
            comb[0] <= decimated_sample - comb_delay[0];
            comb_delay[0] <= decimated_sample;
            for (i = 1; i < N; i = i + 1) begin
                comb[i] <= comb[i-1] - comb_delay[i];
                comb_delay[i] <= comb[i-1];
            end
            out_data <= comb[N-1];
            out_valid <= 1;
        end else begin
            out_valid <= 0;
        end
    end
endmodule
File: config.mk
export PLATFORM = sky130hd
export DESIGN_NAME = cic_filter
export DESIGN_NICKNAME = cic_filter
export VERILOG_FILES = /design/flow/design.v
export SDC_FILE = /design/flow/constraint.sdc
export NUM_CORES = 4
export LEC_CHECK = 1
export CORE_UTILIZATION = 50
==> results.yml <==
# generated from flow reports
worst_setup_path:
  path_delay_family: "AND-OR/OR-AND gates"
  arrival_ns: 24.69
  cp.depth: 16
  max_stage_delay_ns: 0.61
  critical_path_class: "input port to flip-flop"
  r2r-end: "comb[7][32]"
  cp_max_fo: 5
  rr_startpoint: "decimated_valid"
  cp_slowest_cell: "o311ai_2"
  worstPathRequired_ns: 100.23
  worstRegToRegCells: 7
  endpoint: "integrator[0][56]"
  rrSetupSlack_ns: 93.63
  cpMostUsedCell: "a31oi_1"
  crit_path_start: "in_data[0]"
  cp.buffers_inverters: 1
  crit_path_end_kind: "flip-flop"
  path_cells: "clkdlybuf4s50_1 -> ha_1 -> fa_1 -> a21oi_1 -> o21bai_1 -> a211oi_2 -> o21ai_2 -> a31oi_1 -> o31ai_2 -> a31oi_1 -> o41a_1 -> nor2_1 -> o311ai_2 -> o31a_1 -> xnor2_1 -> mux2_2"
  setup.worst_path.start_class: "input port"
die:
  die_w_um: 665
  coreArea_um2: 436000
  die_h_um: 665
  fp_util: 0.504
  ios: 74
  row_count: 242
  dieArea_um2: 442000
timing:
  fin_tns_setup_ns: 0
  rsz0062_at_grt: "false"
  fin_crit_sh: 0.240
  finalMaxSlewViolations: 0
  period_minus_slack_ns: 23.86
  finalHoldViolCount: 0
  fin_skew_ns: 0.0354
  setup_viol: 0
  tightest_slew_ns: 1.01
  slew_headroom: 0.318
  fmax_mhz: 41.9
final_layout:
  nFillCells: 38800
  drive_above_1_share: 0.108
  synthToLayoutAreaGrowth_pct: 8.17
placement:
  gp_congestion: 0.940
  io_buffers: 73
  hpwlAfterDp_um: 415000
synthesis:
  syn_area_um2: 219000
  common_cells: "3061 x dfrtp_1, 2521 x nand2_1, 2233 x a21oi_1"
  ys_ff: 3061
  yosys-stat-cells: 24400
  yosysChipArea_um2: 219000
  syn_area_per_cell_um2: 9.00
  synth_dominant_cell_count: "dfrtp_1"
  synth_cells: 24400
  netlist.area_leader.share: 0.349
  ys_types: 103
  synthArstFlopShare: 1.00
  area_leaders: "dfrtp_1 35%, ha_1 11%, mux2_2 8.6%, a21oi_1 5.1%, a21o_1 4.8%"
  yosysWarnings: 4
  synth.yosys.seq_area_share: 0.349
  synthFlopType: "dfrtp_1"
  largest_area_cell: "dfrtp_1"
  edf_count: 0
route:
  via_count: 171000
  drtPass1Iterations: 6
  vias_per_cell: 5.72
  drt_iter0_markers: 10700
  totalWireLength_um: 547000
  drc: 0
  wl_per_cell_um: 18.3
  ant_nets: 0
clock_network:
  cts_sinks: 3061
  postCtsSetupBuffers: 0
  tritoncts: "yes"
  insertion_delay_ns: 0.98
  post_cts_resized: 0
  cts_max_level: 5
  numCtsBuffers: 363
  cts_buffer_depth: 4
  cts_root_buf: "clkbuf_16"
  cts-hold-fix-buffers: 0
  clk_pin_slew_worst_paths_ns: 0.05
global_routing:
  gr-usage-all-layers: 0.256
  overflow: 0
  grt_pass1_wl_um: 899000
  grt_pass1_vias: 165000
  grt_max_degree: 164
  antenna_found_initial: 5
flow_run:
  maxCapViolCount: 0
  warnings: 62
hold_path:
  min-delay-start: "integrator[13][64]"
  hp-class: "flip-flop to flip-flop"
run_status:
  status: "complete, no violations"
[stage by stage]
| step | cell area (um2) | instances | utilization | setup WS [ns] | hold WS [ns] |
|---|---|---|---|---|---|
| after global routing | 237000 | 29900 | 0.545 | 74.71 | 0.510 |
| after global placement | 225000 | 29300 | 0.516 | 74.29 | 0.477 |
| final | 237000 | 29900 | 0.545 | 75.54 | 0.487 |
| after CTS | 237000 | 29900 | 0.545 | 75.33 | 0.485 |
| after detailed placement | 225000 | 29300 | 0.516 | 74.27 | 0.473 |
| after floorplan | 219000 | 24400 | - | 76.23 | 0.352 |
[sequential cells by signal, summed over array words and instances, names as in the netlist]
name,flops
comb_delay,975
decim_counter,4
out_valid,1
comb,975
integrator,975
decimated_sample,65
decimated_valid,1
out_data,65
[layout by cell type (no fill, tap or decap), types with 356 or more instances in the layout]
| cell | instances |
|---|---|
| a21o_1 | 1398 |
| a21oi_1 | 2233 |
| clkbuf_16 | 365 |
| dfrtp_1 | 3060 |
| ha_1 | 1921 |
| inv_1 | 1446 |
| mux2_2 | 1682 |
| nand2_1 | 2521 |
| nand3_1 | 363 |
| nand4_1 | 433 |
| nor2_1 | 1062 |
| o21ai_0 | 2047 |
| o21bai_1 | 356 |
| xnor2_1 | 1112 |
| xor2_1 | 669 |
[cell type report]
class / count / area (um2) / area share
Antenna cell: 6 / 15.0 / 0.0000632
Clock buffer: 507 / 10400 / 0.0439
Clock inverter: 158 / 2340 / 0.00987
Inverter: 1449 / 5450 / 0.0230
Multi-Input combinational cell: 18800 / 133000 / 0.562
Sequential cell: 3061 / 76600 / 0.323
Tap cell: 5734 / 7170 / 0.0302
Timing Repair Buffer: 219 / 2020 / 0.00851
[layer usage]
metal / up-vias / wire length [um] / global-route usage
met4: 2 / 14400 / 0.0562
met3: 707 / 20500 / 0.0291
met5: - / 13 / 0
met2: 2672 / 260000 / 0.413
li1: 86500 / - / -
met1: 81500 / 253000 / 0.383
[cell families (layout without fill, tap and decap cells)]
| group | Yosys count | in the layout | share of synthesized area |
|---|---|---|---|
| AND-OR/OR-AND | 7570 | 7570 | 0.214 |
| flip-flops | 3061 | 3061 | 0.349 |
| multiplexers | 1712 | 1712 | 0.0877 |
| adder cells (fa/ha/maj) | 1951 | 1951 | 0.112 |
| buffers and inverters | 2530 | 2333 | 0.0433 |
| AND/OR/NAND/NOR | 5792 | 5792 | 0.122 |
| XOR/XNOR | 1781 | 1781 | 0.0711 |
| other | 0 | 6 | 0 |
[worst reg2reg max path: cells and delay by family (launching register included)]
kind,cells,cell delay (ns)
flip-flops,1,0.82
buffers and inverters,6,4.37
multiplexers,1,0.45
[how the worst min path moves through the flow]
stage / endpoint / slack, ns / cells past startpoint
final: integrator[13][64] / 0.49 / 1
after global routing: comb[14][41] / 0.51 / 2
after CTS: comb_delay[11][0] / 0.49 / 1
